`flow/config.mk`:
```
export PLATFORM = sky130hd
export DESIGN_NAME = syncRAM
export DESIGN_NICKNAME = syncRAM
export VERILOG_FILES = /design/flow/design.v
export SDC_FILE = /design/flow/constraint.sdc
export NUM_CORES = 4
export LEC_CHECK = 1
export CORE_UTILIZATION = 50
```
`flow/constraint.sdc`:
```
current_design syncRAM

set clk_period 2.8
set clk_io_pct 0.2

create_clock -name clk0 -period $clk_period [get_ports {clk}]

set non_clock_inputs [all_inputs -no_clocks]
set_input_delay [expr $clk_period * $clk_io_pct] -clock clk0 $non_clock_inputs
set_output_delay [expr $clk_period * $clk_io_pct] -clock clk0 [all_outputs]
```
`flow/design.v`:
```
module syncRAM(dataIn, dataOut, Addr, CS, WE, RD, clk);
	parameter ADR = 8;
	parameter DAT = 8;
	parameter DPTH = 8;
	input logic [DAT-1:0] dataIn;
	output reg [DAT-1:0] dataOut;
	input logic [ADR-1:0] Addr;
	input logic CS, WE, RD, clk;
	reg [DAT-1:0] SRAM [DPTH-1:0];
	always @(posedge clk) begin
		if(CS == 1'b1) begin
			if(WE == 1'b1 && RD == 1'b0)
				SRAM[Addr] = dataIn;
			else if (RD == 1'b1 && WE == 1'b0)
				dataOut = SRAM [Addr];
		end
	end
endmodule			
```
`flow/run.sh`:
```
#!/bin/bash
# OpenROAD 26Q1-2900-gdf79404cd8, Yosys 0.63+post, stock flow scripts
make -C /OpenROAD-flow-scripts/flow DESIGN_CONFIG=/design/flow/config.mk WORK_HOME=/design/flow/orfs finish
```
==> GITHUB_STEP_SUMMARY <==
## Synthesis and layout report

| Metric | Value |
|---|---|
| Total core area | around 5300 um2 |
| Max incr delay on CP | ~0.65 ns |
| N_diodes | 0 |
| Critical Path Sink | dataOut[7]$_DFFE_PP_ |
| Die y size | 77.1 um |
| Async set-reset flop share out of synthesis | 0% |
| Mapped Area | about 2800 um2 |
| Fill count | about 400 |
| Clock root buffer | clkbuf_8 |
| Leak | roughly 1.1 nW |
| Final Max Tran Viols | 0 |
| Top FF cell, synth | edfxtp_1 |
| Via count | approximately 1.5k |
| Synth Area in Compound Gates | 6.78% |
| Vias in the first global route | between 1.5k and 2k |
| Pin count of the biggest net entering global routing | 18 |
| Gpl congestion | ~0.85 |
| Yosys cell count | between 150 and 200 |
| Cell Count, Final, Fillers Out | around 280 |
| Number of enable flip-flop cells | 72 |
| GRT Util Overall | ~20% |
| CP top delay family | buffers and inverters |
| Cell Pwr Density | ~590 nW/um2 |
| Critical Path RT | between 2 and 3 ns |
| Dpl cells | about 260 |
| Xor/xnor share | 0% |
| Synth unique cells | 28 |
| Drt total wl | 5.15 mm |
| Synth Area in Simple Gates | under 10% |
| Buf+Inv Stages, Crit Path | 2 |
| Worst Tran Pin Value | about 0.49 ns |
| PostCTS Resize Cnt | 0 |
| Layout area overhead | 17.2% |
| Mux share | between 7 and 8% |
| Layout Skew | about 0.0023 ns |
| Final setup violation count | 0 |
| Final min period | around 2.1 ns |
| DRC | 0 |
| Final Hold Viols | 0 |
| Via density | roughly 5.6 |
| Top cells by area | edfxtp_1 (77%), mux2i_1 (7.4%), nor2_1 (2.3%) |
| Max Buffers Root-to-Sink | 2 |
| CTS tree | done |
| Final Instance Area | about 3300 um2 |
| Avg Cell Area, Syn | 17.2 um2 |
| Adder share | 0% |
| Antenna Violating Nets Remaining | 0 |
| Clock transition at path regs | roughly 0.06 ns |
| DP Area | between 3000 and 4000 um2 |
| Post-synth regs | about 72 |
| FP Core Util | a little over half |
| First-pass GRT wire length | 8.04 mm |
| DRT Pass-1 Iters | 4 |
| Worst R2R Start | SRAM[4][0]$_DFFE_PP_ |
| Worst slew margin | 67.4% |
| Cells after Synth | roughly 160 |
| Buffers on Ports | 22 |
| Full die area | roughly 6000 um2 |
| Total CTS buffers | 9 |
| Top logic family | multiplexers |
| Yosys Warn Count | 2 |
| Fmax | 466 MHz |
| Maximum vdd drop | 0.360 mV |
| Proportion of layout cells with a drive suffix above 1 | between 10 and 15% |
| Outcome | finished, final reports clean |
| Clock latency (worst-skew pair) | ~0.33 ns |
| Tool Warnings | 30 |
| CP Capture Type | flop |
| # rows | 26 |
| Worst-path cell chain | clkdlybuf4s50_1, buf_4, nand2b_1, nor2_1, a211oi_1, o22a_1 |
| Crit-path slowest cell | clkdlybuf4s50_1 |
| Crit path launch | Addr[2] |
| Die x size | 77.1 um |
| Ports | 28 |
| Dominant cell type by area after synthesis | edfxtp_1 |
| Stages on worst setup path | 6 |
| H-tree depth | 3 |
| Critical path startpoint category | input pin |
| Initial antenna violation count | 0 |
| Reg-to-reg critical path endpoint | dataOut[0]$_DFFE_PP_ |
| Critical path type | input pin to flop |
| DPL Wire Length | 3.37 mm |
| Setup tns final | 0 ns |
| Hold-fix buffers at CTS | 0 |
| Clock Sinks | 72 |
| Max Cap Violations | 0 |
| Post-layout period usage | roughly three quarters |
| Iter 0 DRT Violations | 102 |
| Critical Path AT | ~2.2 ns |
| FF-to-FF path depth | 4 |
| CP max FO | 17 |
| Post-CTS setup buffers | 0 |
| Yosys stat area | 2820 um2 |
| Fin util | about 63% |
| Hold crit path type | flop to flop |
| DR WL/cell | about 19 um |
| Synth Seq Share | about 77% |
| Global route overflow | 0 |
| Dominant cell area share | roughly 77% |
| Worst reg-to-reg setup slack | about 1.6 ns |
| RSZ-0062 raised after global routing | no |
-- layout make-up --
| type | instances | area [um2] | area share, % |
|---|---|---|---|
| clock buffers | 10 | 128 | 3.86 |
| clock inverters | 3 | 12.5 | 0.378 |
| multi-input cells | 82 | 577 | 17.4 |
| flip-flops and latches | 72 | 2160 | 65.4 |
| well taps | 70 | 87.6 | 2.65 |
| repair buffers | 38 | 340 | 10.3 |
-- power by group --
part / switching, mW / internal [mW]
clock network: 0.321 / 0.299
registers: 0.00300 / 1.20
logic: 0.0648 / 0.0549
total: 0.389 / 1.56
-- cells in the final DEF, fill, tap and decap left out, types with 2 or more instances in the layout --
master           count
nand2b_1             3
a21oi_1              3
o22ai_1              6
clkinv_1             2
nand2_1              4
a211oi_1             6
edfxtp_1            72
clkbuf_8             9
buf_4               16
nor3_1               2
o22a_1               6
mux2i_1             21
nor2_1              17
clkdlybuf4s50_1     22
nor2b_1              2
-- flip-flops by register name, indices dropped and copies added (netlist names) --
signal,flops
SRAM,64
dataOut,8
-- worst min path at each step --
stage	startpoint	endpoint	slack, ns	cells after the start
CTS	SRAM[0][1]$_DFFE_PP_	dataOut[1]$_DFFE_PP_	0.56	1
global route	SRAM[0][7]$_DFFE_PP_	dataOut[7]$_DFFE_PP_	0.59	1
finish	SRAM[0][3]$_DFFE_PP_	dataOut[3]$_DFFE_PP_	0.56	1
-- Yosys cell counts, types with 2 or more instances --
master,number
mux2i_1,21
a211oi_1,6
nand2b_1,3
nor2b_1,2
nand2_1,4
o22a_1,6
nor2_1,17
edfxtp_1,72
o22ai_1,6
a21oi_1,3
nor3_1,2
buf_4,3
buf_6,3
clkbuf_1,2
-- routing by layer --
metal | global-route usage (%) | up-vias | part of all wire [%]
li1 | - | 715 | -
met1 | 32.3 | 748 | 42
met2 | 29.3 | 61 | 46
met3 | 11.5 | 7 | 11
met4 | 2.83 | 0 | 1.2
met5 | 0 | - | 0
-- per-stage QoR --
step	worst slack [ns]	total power, mW	hold slack [ns]
finish	0.654	1.95	0.560
global route	0.539	2.02	0.585
CTS	0.646	1.96	0.560
detailed placement	0.292	1.35	0.545
global placement	0.291	1.35	0.533
floorplan	0.827	1.30	0.527
-- logic make-up after synthesis --
group,Yosys count
DFF,72
and+or+nand+nor,35
AOI/OAI and AO/OA,26
muxes,21
buffers and inverters,10
No activity file was given, so power comes from the tool's default toggle rates.
