$ cat flow/run.sh
#!/bin/bash
# OpenROAD 26Q1-2900-gdf79404cd8, Yosys 0.63+post, stock flow scripts
make -C /OpenROAD-flow-scripts/flow DESIGN_CONFIG=/design/flow/config.mk WORK_HOME=/design/flow/orfs finish
$ cat flow/config.mk
export PLATFORM = sky130hd
export DESIGN_NAME = shift_reg
export DESIGN_NICKNAME = shift_reg
export VERILOG_FILES = /design/flow/design.v
export SDC_FILE = /design/flow/constraint.sdc
export NUM_CORES = 4
export LEC_CHECK = 1
export CORE_AREA = 10 10 70 70
export DIE_AREA = 0 0 80 80
$ cat flow/constraint.sdc
current_design shift_reg

set clk_period 1.0
set clk_io_pct 0.2

create_clock -name clk0 -period $clk_period [get_ports {clk}]

set non_clock_inputs [all_inputs -no_clocks]
set_input_delay [expr $clk_period * $clk_io_pct] -clock clk0 $non_clock_inputs
set_output_delay [expr $clk_period * $clk_io_pct] -clock clk0 [all_outputs]
$ cat flow/design.v
module shift_reg (d, clk, en, dir, rst, out);
	parameter MSB = 8;
	input logic d, clk, en, dir, rst;
	output reg [MSB-1:0] out;
	always @(posedge clk) begin
		if (!rst)
			out <= 0;
		else begin
			if (en)
				case (dir)
					0 : out <= {out[MSB-2:0], d};
					1 : out <= {d, out[MSB-1:1]};
				endcase
			else
				out <= out;
		end
	end
endmodule
==> reports/qor.yml <==
layout:
  regMostFlops: "out"
  fill_cells: 377
  final_cell_area_um2: 646.9
  fin_util_pct: 18.94
  largest_reg_flops: 8
  syn_to_final_growth_pct: 84.64
  drive_gt1_share_pct: 42.11
  reg_top3: "out (8)"
worst_setup_path:
  rr_startpoint: "out[3]$_SDFFE_PN0P_"
  cp_data_required_time_ps: 800
  crit_chain: "clkdlybuf4s15_1"
  critPathArrivalTime_ps: 760
  startpoint: "out[3]$_SDFFE_PN0P_"
  critPathLaunchType: "flip-flop"
  cp_max_fo: 2
  critPathCaptureType: "primary output"
  critPathKind: "reg2out"
  cpPeakStageDelay_ps: 330
  critPathTopFamily: "flip-flops"
  cp_slowest_cell: "dfxtp_2"
  cp.buffers_inverters: 1
clock_tree:
  cts_tree: "yes"
  cts_root_buffer: "clkbuf_4"
  cts-htree-levels: 1
  clkTransAtPathRegs_ps: 50
  clk_latency_ps: 250
  numCtsBuffers: 3
  max-clock-path-buffers: 2
  numClockSinks: 8
routing:
  finalWirelength_um: 990
  firstDrtPassIters: 4
  drt_iter0_drc: 32
  dr_total_vias: 343
  viasPerCell: 3.330
  wl_per_cell_um: 9.612
  ant_nets: 0
  insertedDiodeCount: 0
  drc_errors: 0
floorplan:
  fp-row-count: 21
  fp_util_pct: 10.26
  die_area_um2: 6400
  io_pins: 13
  die-width_um: 80
  core_area_um2: 3416
  die-height_um: 80
timing:
  tightest_slew_ps: 310.2
  fmax_mhz: 1046
  finalCriticalPeriod_ps: 956.1
  period_used_pct: 95.61
  grt_setup_unrepaired: "false"
  slew_violations: 0
  setup_viol: 0
  hold_viol: 0
  slew_headroom_pct: 79.28
  fin_worst_skew_ps: 3.180
synthesis:
  ys_chip_area_um2: 350.3
  top_area_share_pct: 45.71
  syn_inst: 34
  largest_area_cell: "dfxtp_1"
  syn_area_um2: 350.3
  synth_flop_count: 8
  syn_area_per_cell_um2: 10.30
  yosysWarnings: 1
  topCellsByArea: "dfxtp_1, mux2i_1, a21oi_1"
  synth.distinct_cells: 6
  ys_cells: 34
  ys_seq_share_pct: 45.71
placed_design:
  io_buffers: 12
  hpwl_um: 742.2
  globalplace.congestion: 0.6660
  dpl-instance-area_um2: 605.6
flow_run:
  max_cap_viol_count: 0
  warnings: 25
worst_hold_path:
  hold_path_class: "in2reg"
  hold_start: "rst"
grt:
  grt_first_pass_wirelength_mm: 1.690
  grt_overflow: 0
  antenna_found_initial: 0
  grt_pass1_vias: 355
  grt_max_degree: 17
  grt_util_all_layers_pct: 3.276
run_status:
  outcome: "finished clean"
pwr:
  p_total_mw: 0.7636
  p_leak_nw: 0.2783
  vdd.ir_drop.worst_v: 0.0002206
  powerDensity_nw_per_um2: 1180
-- path summary, 6_finish.rpt --
kind	slack (ps)	cells past startpoint	end
worst max-delay path	40	1	out[3]
worst min-delay path	330	3	out[7]$_SDFFE_PN0P_
worst max register to register	200	3	out[2]$_SDFFE_PN0P_
worst min register to register	600	3	out[7]$_SDFFE_PN0P_
-- Yosys cell counts --
cell,count
a21oi_1,8
buf_6,2
dfxtp_1,8
mux2i_1,8
o21ai_0,6
o21ai_2,2
-- where the power goes --
group / internal [mW] / switching [mW] / leakage, nW
logic: 0.105 / 0.0624 / 0.196
clock network: 0.137 / 0.103 / 0.0138
registers: 0.345 / 0.0109 / 0.0689
-- metrics by stage --
| stage | std cells | worst slack (ps) | hold slack, ps | setup TNS, ps |
|---|---|---|---|---|
| after CTS | 103 | 19.77 | 606.6 | 0 |
| after global placement | 100 | -234.4 | 596.4 | -1841 |
| final | 103 | 43.90 | 331.1 | 0 |
| after floorplan | 34 | 321.6 | 310.8 | 0 |
| after detailed placement | 100 | -238.0 | 605.0 | -1817 |
| after global routing | 103 | 2.819 | 334.4 | 0 |
-- cell families after synthesis --
kind of cell | after synthesis | share of synthesized area (%)
mux | 8 | 22.86
compound gates | 16 | 25.00
flops | 8 | 45.71
buf+inv | 2 | 6.428
-- cells in the final DEF (no fill, tap or decap), drive strengths merged --
cell            n
clkdlybuf4s50   2
clkdlybuf4s15   8
buf            10
dfxtp           8
clkbuf          3
dlymetal6s2s    2
mux2i           8
o21ai           8
a21oi           8
-- layer usage --
layer	vias up	part of all wire (%)	global-route usage [%]
met5	-	0	0
met2	9	49	5.297
met4	0	0	0.8803
li1	175	-	-
met1	159	43	3.893
met3	0	7.6	1.364
-- what timing repair did --
action | CTS | global route
buffers inserted | 0 | 0
hold buffers | 0 | 0
gates resized | 24 | 3
endpoints found under the setup margin | 8 | 5
-- cell type report --
cell class / count / area, µm² / share of cell area [%]
multi-input cells: 24 / 171.4 / 26.50
well taps: 46 / 57.56 / 8.897
repair buffers: 22 / 225.2 / 34.82
clock buffers: 3 / 22.52 / 3.482
flip-flops and latches: 8 / 170.2 / 26.31
No activity file was given, so power comes from the tool's default toggle rates.
